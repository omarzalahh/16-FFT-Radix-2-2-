==> /design/flow/design.v <==
module  MUX2x1_SYNC #  ( parameter  WIDTH = 16 )
  (
  input    wire signed [WIDTH-1:0]           Input_One   ,
  input    wire signed [WIDTH-1:0]           Input_Two   ,
  input    wire                              Selection   ,
  input    wire                              clk         ,
  input    wire                              rst         ,
  output   reg         [WIDTH-1:0]           Output_Mux 
  );
wire  [WIDTH-1:0]       output_mux;
assign  output_mux  = (Selection) ? Input_One:Input_Two;
  always  @ (posedge  clk or  negedge rst)
  begin
    if(!rst)
      begin
        Output_Mux  <=  'b0;
      end
    else
      begin
        Output_Mux  <=  output_mux;
      end  
  end
endmodule
==> /design/flow/run.sh <==
#!/bin/bash
# OpenROAD 26Q1-2900-gdf79404cd8, Yosys 0.63+post, stock flow scripts
make -C /OpenROAD-flow-scripts/flow DESIGN_CONFIG=/design/flow/config.mk WORK_HOME=/design/flow/orfs finish
==> /design/flow/config.mk <==
export PLATFORM = sky130hd
export DESIGN_NAME = MUX2x1_SYNC
export DESIGN_NICKNAME = MUX2x1_SYNC
export VERILOG_FILES = /design/flow/design.v
export SDC_FILE = /design/flow/constraint.sdc
export NUM_CORES = 4
export LEC_CHECK = 1
export CORE_AREA = 10 10 76 76
export DIE_AREA = 0 0 86 86
==> /design/flow/constraint.sdc <==
current_design MUX2x1_SYNC

set clk_period 1.0
set clk_io_pct 0.2

create_clock -name clk0 -period $clk_period [get_ports {clk}]

set non_clock_inputs [all_inputs -no_clocks]
set_input_delay [expr $clk_period * $clk_io_pct] -clock clk0 $non_clock_inputs
set_output_delay [expr $clk_period * $clk_io_pct] -clock clk0 [all_outputs]
==> flow_summary.json <==
{
  "post-route-util_pct": 29.2,
  "endpoint_kind": "output pin",
  "hold_viol": 0,
  "yosys.area.top_type": "dfrtp_1",
  "clock_tree_from_tritoncts": "done",
  "cts.sink_count": 16,
  "worst_pin_slew_ns": 0.193,
  "slew_headroom_pct": 87.1,
  "fillers": 414,
  "report.final.slew_viol_count": 0,
  "port-buffer-count": 50,
  "worst-setup-path-type": "register to output pin",
  "compound_area_share_pct": 0,
  "die.size.y_um": 86,
  "cap_violations": 0,
  "drt_iter0_drc": 1,
  "routabilityCongestion": 0.719,
  "ctsHtreeMaxLevel": 1,
  "multiInputGateArea_um2": 218,
  "cts.reportedPaths.clkPinSlew_ns": 0.05,
  "globalRoute.totalOverflow": 0,
  "synthesis.area_um2": 649,
  "net-switching-power_mw": 0.246,
  "drive_above_1_share_pct": 42.7,
  "routed-via-count": 449,
  "worstPathArrival_ns": 0.75,
  "peakVddDrop_mv": 0.416,
  "cts_post_setup_buffers_inserted": 0,
  "final_design_area_no_fill_um2": 1200,
  "finalSetupTns_ns": 0,
  "grt_antenna_before_repair": 0,
  "post_synth_edffs": 0,
  "timing.critical_path.from_type": "register",
  "synthCells": 34,
  "final_antenna_net_count": 0,
  "outcome": "finished, final reports clean",
  "detailroute.wirelength.met2_um": 873,
  "dominantRegCellSynth": "dfrtp_1",
  "maximum_number_of_pins_on_one_net_before_global_route_repair": 17,
  "leakage_nw": 0.542,
  "p_sw_share_pct": 17.1,
  "floorplan.io_pins": 51,
  "slowest_stage": "dfrtp_1",
  "netlist_top_cells_area": "dfrtp_1 62%, mux2_4 23%, mux2_2 10%",
  "max_flop_register": "Output_Mux",
  "grt_setup_unrepaired": "false",
  "dr.max_layer_used": "met3",
  "fp.coreArea_um2": 4120,
  "initCoreUtil_pct": 15.8,
  "synth_xor_xnor_area_share_pct": 0,
  "timing.critical_path.required_ns": 0.80,
  "most_popular_library_cell_in_the_synthesized_design_by_count": "dfrtp_1",
  "cell_internal_pwr_mw": 1.19,
  "number_of_different_library_cells_in_the_post_synthesis_netlist": 5,
  "ys_cells": 34,
  "finalHoldWorstSlack_ns": 0.302,
  "combinational_cell_fraction_of_total_power_pct": 20.7,
  "route.detailed.wl_per_inst_um": 13.1,
  "timing.fmax_mhz": 1050,
  "ys_chip_area_um2": 649,
  "wl_met1_um": 677,
  "holdBufCountCts": 0,
  "synth_async_sr_flop_share_pct": 100,
  "synth.yosys.seq_area_share_pct": 61.7,
  "numCtsBuffers": 3,
  "netlist_top_cells_count": "16 x dfrtp_1, 10 x mux2_4, 6 x mux2_2",
  "rows": 23,
  "critical-path-max-stage-delay_ns": 0.36,
  "ratio_of_routed_vias_to_standard_cells": 3.23,
  "cts.root.buffer_cell": "clkbuf_8",
  "worst_hold_path_type": "primary input to asynchronous set/reset pin",
  "path_cells": "clkdlybuf4s15_1",
  "worst_setup_path_startpoint": "Output_Mux[2]",
  "critical_path.n_buffers_inverters": 1,
  "final.period_utilization_pct": 95.3,
  "area.sequential_um2": 400,
  "grt_pass1_wl_mm": 2.83,
  "floorplan.die.width_um": 86,
  "crit_path_max_fanout": 1,
  "yosys.area_share.simple_pct": 0,
  "globalRouteTotalUtil_pct": 4.91,
  "drt_pass1_iterations": 2,
  "routed_wirelength_mm": 1.82,
  "die_footprint_um2": 7400,
  "synthTopLogicFamily": "multiplexers",
  "postSynthAreaPerCell_um2": 19.1,
  "p_clk_share_pct": 29.9,
  "synth.yosys.warnings": 1,
  "detailed_place.area_um2": 1220,
  "synth_adder_area_share_pct": 0,
  "total_tool_warning_count": 26,
  "synthDominantCellAreaShare_pct": 61.7,
  "largest_register_ff_count": 16,
  "mux_area_share_pct": 33.5,
  "setup_viol": 0,
  "power_density_nw_per_um2": 1200,
  "power_mw": 1.44,
  "largestRegisters": "Output_Mux: 16 flops",
  "finalWorstPathRequiredPeriod_ns": 0.953,
  "ys.flops": 16,
  "drcViolationCount": 0,
  "insertedDiodeCount": 0,
  "maximum_buffer_depth_of_the_clock_tree": 2,
  "worst_path_dominant_cell_family": "flip-flops",
  "seqPwrFrac_pct": 49.3,
  "vias_in_the_first_global_route": 575,
  "met3RoutedLength_um": 264,
  "area_growth_syn_to_layout_pct": 84.8
}
[final cells by class]
| cell class | count | share of cell area (%) |
|---|---|---|
| clock buffers | 3 | 3.44 |
| multi-input cells | 16 | 18.1 |
| flip-flops and latches | 16 | 33.4 |
| well taps | 50 | 5.21 |
| repair buffers | 54 | 39.8 |
[metal layers]
layer  global-route usage [%]  vias up
li1                         -      228
met1                     4.32      189
met2                     8.79       32
met3                     4.19        0
met4                        0        0
met5                        0        -
[final timing paths]
kind / end / cells past startpoint / slack (ns)
setup / recovery: Output_Mux[2] / 1 / 0.05
hold / removal: Output_Mux[2] / 2 / 0.30
max in group asynchronous: Output_Mux[9] / 2 / 0.58
min in group clk0: Output_Mux[9] / 2 / 0.57
[kinds of logic (layout without fill, tap and decap cells)]
kind of cell           count (synthesis)  after routing
DFF                                   16             16
buffers and inverters                  2             57
muxes                                 16             16
[layout by cell type (no fill, tap or decap)]
master,instances
buf_6,3
clkbuf_8,3
dfrtp_1,16
buf_12,1
clkdlybuf4s50_1,33
clkdlybuf4s15_1,1
clkbuf_2,15
mux2_4,10
dlygate4sd2_1,1
mux2_2,6
[repair_timing]
action	CTS	global route
cloned	1	0
gates resized	37	15
setup endpoints to repair	32	15
[power by group through the flow]
stage | Combinational (mW) | Clock [mW] | Sequential (mW)
after CTS | 0.332 | 0.460 | 0.709
after global routing | 0.327 | 0.498 | 0.716
final | 0.298 | 0.430 | 0.709
[through the flow]
| step | setup slack [ns] | std cells |
|---|---|---|
| final | 0.0466 | 139 |
| after global routing | 0.00128 | 139 |
| after CTS | -0.00111 | 139 |
| after detailed placement | -0.355 | 135 |
| after global placement | -0.359 | 135 |
| after floorplan | 0.138 | 34 |
